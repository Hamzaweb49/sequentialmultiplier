--- flow/design.v ---
module LeftShifter(
    input logic clk,           
    input logic reset,         
    input logic shift,   
    input logic add_shift,      
    input logic [31:0] data_in,
    output logic shift_done,
    output logic [31:0] data_out
);
always_ff @(posedge clk or negedge reset) begin
    if (!reset) begin
        data_out <= 32'h00000000;
    end else if (shift || add_shift) begin
        data_out <= data_in << 1;
        shift_done = 1;
    end
end
endmodule
--- flow/constraint.sdc ---
current_design LeftShifter

set clk_period 1.2
set clk_io_pct 0.2

create_clock -name clk0 -period $clk_period [get_ports {clk}]

set non_clock_inputs [all_inputs -no_clocks]
set_input_delay [expr $clk_period * $clk_io_pct] -clock clk0 $non_clock_inputs
set_output_delay [expr $clk_period * $clk_io_pct] -clock clk0 [all_outputs]
--- flow/config.mk ---
export PLATFORM = sky130hd
export DESIGN_NAME = LeftShifter
export DESIGN_NICKNAME = LeftShifter
export VERILOG_FILES = /design/flow/design.v
export SDC_FILE = /design/flow/constraint.sdc
export NUM_CORES = 4
export LEC_CHECK = 1
export CORE_AREA = 10 10 103 103
export DIE_AREA = 0 0 113 113
--- flow/run.sh ---
#!/bin/bash
# OpenROAD 26Q1-2900-gdf79404cd8, Yosys 0.63+post, stock flow scripts
make -C /OpenROAD-flow-scripts/flow DESIGN_CONFIG=/design/flow/config.mk WORK_HOME=/design/flow/orfs finish
==> results.cfg <==
; generated from flow reports
[clocking]
path_clk_slew_ns = 0.06
cts_tree = built
cts-root-buf = clkbuf_8
insertion_delay_ns = 0.27
htreeDepth = 2
cts_buffer_depth = 2
cts-buffers-inserted = 5
clock_sink_count = 31

[placement]
io_buffers = 65
dpl_cell_area_sq_mm = 0.00201
finalWeightedCongestion = 0.705
hpwlAfterDp_mm = 2.43

[yosys]
synth_cell_type_count = 7
avgSynthCellArea_sq_um = 17.6
synth_area_sq_mm = 0.00123
yosys_warnings = 1
yosys_cells = 70
ys_area_sq_mm = 0.00123
synthCells = 70
synth-seq-cells = 31
seq_area_frac_synth_pct = 63.1

[drt]
first_pass_iters = 3
drt_iter0_drc = 35
vias = 850
drc = 0
routed_wl_mm = 3.26
vias_per_cell = 3.33
diodes = 0
routedWlPerCell_um = 12.8
ant_nets = 0

[die]
row_count = 33
die_h_um = 113
die_width_um = 113
core_area_sq_mm = 0.00830
boundaryPins = 69
die_area_sq_mm = 0.0128
fp_util_pct = 14.8

[grt]
grt_pass1_vias = 973
grt_overflow = 0
track_usage_pct = 5.10
grt_pass1_wl_mm = 5.31
grt_max_degree = 17
antenna_found_initial = 0

[final_timing]
slew_violations = 0
finalSetupTns_ns = 0
clock_skew_ns = 0
rsz0062_at_grt = no
slew_headroom_pct = 54.6
setup_viol = 0
finalCritPeriodShare_pct = 95.1
hold_viol = 0
worstMarginPinSlew_ns = 0.679
post-route-min-period_ns = 1.14
fmax_mhz = 876

[cells_and_area]
fin_util_pct = 26.2
largest_reg_flops = 31
area_growth_pct = 76.8
lay_top_cells = 31 x dfrtp_1, 31 x clkdlybuf4s50_1, 29 x dlygate4sd2_1
reg_top3 = data_out: 31 flops
regMostFlops = data_out
final_cell_area_sq_mm = 0.00217
drive_above_1_share_pct = 33.3

[setup_path]
crit_family = flip-flops
path_cells = dlygate4sd2_1
cp_slowest_cell = dfrtp_1
cp-start-kind = register
critPathKind = register to output pin
slowest_delay_ns = 0.38
cp.arrival_ns = 0.90
path_max_fanout = 2
worstSetupEndpointType = output pin
cp_num_buf_inv = 1
required_ns = 0.96

[pwr]
power_density_mw_per_mm2 = 1150
vdd_drop_max_mv = 0.302
p_leak_nw = 0.952

[status]
outcome = completed

[run]
drv_cap = 0
warnings = 26

[worst_hold_path]
hold_path_class = register to register
-- cell usage after synthesis --
library cell / n / area [sq um]
dfrtp_1: 31 / 776
mux2_4: 10 / 150
mux2_2: 21 / 236
buf_6: 3 / 33.8
nor2_4: 1 / 11.3
buf_4: 2 / 15.0
conb_1: 2 / 7.51
-- logic make-up after synthesis --
family                 Yosys count  share of synthesized area, %
and+or+nand+nor                  1                         0.915
muxes                           31                          31.4
other                            2                         0.611
DFF                             31                          63.1
buffers and inverters            5                          3.97
-- power by group --
part           internal, mW  switching [mW]
Sequential             1.13          0.0384
Combinational         0.325           0.105
Clock                 0.523           0.371
-- layout make-up --
type                       count  area (sq um)
timing repair buffer          77           762
fill                         847          6120
clock buffer                   8           100
sequential                    31           776
multi-input combinational     34           405
tap                          105           131
-- stage by stage --
stage                     power [mW]  cells  setup slack (ns)  hold slack, ns
after floorplan                 1.31     70             0.218         -0.0556
after global placement          1.65    238            -0.328           0.191
after detailed placement        1.65    238            -0.349           0.191
after CTS                       2.57    254            0.0263           0.500
after global routing            2.67    255          0.000918           0.509
final                           2.50    255            0.0586           0.497
-- path summary, 6_finish.rpt --
| kind | from | end | slack (ns) | depth (start not counted) |
|---|---|---|---|---|
| setup / recovery | data_out[31] | data_out[31] | 0.06 | 1 |
| hold / removal | data_out[17] | data_out[17] | 0.50 | 1 |
| setup reg to reg | data_out[24] | data_out[24] | 0.33 | 2 |
| hold reg to reg | data_out[17] | data_out[17] | 0.50 | 1 |
| max in group asynchronous | reset | data_out[13] | 0.23 | 2 |
| min in group asynchronous | reset | data_out[23] | 0.52 | 3 |
-- per-layer routing --
| layer | part of all wire, % | vias to the layer above | track usage, % |
|---|---|---|---|
| li1 | - | 397 | - |
| met5 | 0 | - | 0 |
| met3 | 13 | 2 | 3.15 |
| met4 | 0.31 | 0 | 0.592 |
| met2 | 44 | 45 | 7.07 |
| met1 | 43 | 406 | 6.83 |
-- timing repair --
item                                    in CTS  in global routing
gates resized                               35                  4
pin swaps                                    1                  0
endpoints found under the setup margin      52                  5
cloned                                       1                  0
hold endpoints to repair                    15                  0
hold buffers                                 2                  0
buffers inserted                             5                  1
Power and IR drop assume default switching activity.
