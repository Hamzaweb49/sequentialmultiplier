===== design/flow/run.sh =====
#!/bin/bash
# OpenROAD 26Q1-2900-gdf79404cd8, Yosys 0.63+post, stock flow scripts
make -C /OpenROAD-flow-scripts/flow DESIGN_CONFIG=/design/flow/config.mk WORK_HOME=/design/flow/orfs finish

===== design/flow/config.mk =====
export PLATFORM = sky130hd
export DESIGN_NAME = ALU
export DESIGN_NICKNAME = ALU
export VERILOG_FILES = /design/flow/design.v
export SDC_FILE = /design/flow/constraint.sdc
export NUM_CORES = 4
export LEC_CHECK = 1
export CORE_UTILIZATION = 40

===== design/flow/constraint.sdc =====
current_design ALU

set clk_period 15.2
set clk_io_pct 0.2

create_clock -name clk0 -period $clk_period [get_ports {clk}]

set non_clock_inputs [all_inputs -no_clocks]
set_input_delay [expr $clk_period * $clk_io_pct] -clock clk0 $non_clock_inputs
set_output_delay [expr $clk_period * $clk_io_pct] -clock clk0 [all_outputs]

===== design/flow/design.v =====
module ALU #(
  parameter WIDTH_P = 32
) (
  input logic                clk,           
  input logic                reset,         
  input logic                flush,
  input logic                add_shift,     
  input reg [WIDTH_P-1:0]    A,
  output logic [WIDTH_P-1:0] result 
);
always_ff @(posedge clk or negedge reset) begin
  if (!reset) begin
    result <= 32'h00000000;
  end else if(flush) begin
    result <= 32'h00000000;
  end else if (add_shift) begin
    result <= A + result;
  end
end
endmodule

==> reports/metrics.json <==
{
  "grt_setup_unrepaired": {"value": "no"},
  "synth_cells": {"value": 343},
  "post_cts_setup_repair_buffer_count": {"value": 0},
  "tool_warnings": {"value": 25},
  "critPathMaxStageDelay": {"value": 560, "unit": "ps"},
  "setup_tns": {"value": 0, "unit": "ps"},
  "vdd_ir_drop_max": {"value": 0.0419, "unit": "mV"},
  "layout_worst_path_cycle_share": {"value": 0.391},
  "cts.path.max_buffers": {"value": 2},
  "fp_util": {"value": 0.412},
  "asyncSetResetFlopFracSynth": {"value": 1.00},
  "postCtsHoldBufs": {"value": 0},
  "syn-cell-area": {"value": 2990, "unit": "µm²"},
  "cap_viol_max_count": {"value": 0},
  "route.top_layer_used": {"value": "met4"},
  "ys_area": {"value": 2990, "unit": "µm²"},
  "worstPathMaxFanout": {"value": 3},
  "postSynthRegisterBits": {"value": 32},
  "fin_hold_ws": {"value": 540, "unit": "ps"},
  "cts_tree": {"value": "built"},
  "pre_antenna_drt_iters": {"value": 4},
  "die_h": {"value": 88.4, "unit": "µm"},
  "status": {"value": "finished clean"},
  "report.final.setup_viol": {"value": 0},
  "cts.reportedPaths.clkPinSlew": {"value": 70, "unit": "ps"},
  "antenna_found_initial": {"value": 0},
  "largest_register_ffs": {"value": 32},
  "cts.htree.levels": {"value": 2},
  "placement.setup.worst_slack": {"value": 8920, "unit": "ps"},
  "hold_path_class": {"value": "flip-flop to flip-flop"},
  "cts_root_buffer": {"value": "sky130_fd_sc_hd__clkbuf_8"},
  "met3WireLength": {"value": 308, "unit": "µm"},
  "die_width": {"value": 88.4, "unit": "µm"},
  "worst_setup_path_end_kind": {"value": "flip-flop"},
  "setup.reg_to_reg.worst_slack": {"value": 12030, "unit": "ps"},
  "drive_above_1_share": {"value": 0.0565},
  "clkSinkCount": {"value": 32},
  "ys_warn_count": {"value": 1},
  "finalHoldViolCount": {"value": 0},
  "core_region_area": {"value": 7250, "unit": "µm²"},
  "crit_slowest_cell": {"value": "sky130_fd_sc_hd__or4b_1"},
  "synth-main-ff-cell": {"value": "sky130_fd_sc_hd__dfrtp_1"},
  "post_cts_resize_count": {"value": 0},
  "wire_length_of_the_first_global_routing_pass": {"value": 12.6, "unit": "mm"},
  "achievable-frequency": {"value": 168, "unit": "MHz"},
  "critical_path.startpoint_type": {"value": "input pin"},
  "drt-total-wl": {"value": 7.62, "unit": "mm"},
  "cp_cell_sequence": {"value": "clkdlybuf4s50_1, ha_1, inv_1, fa_1, nor2b_1, o311ai_2, a21oi_1, or4b_1, a221o_2, a31oi_4, a21oi_1, xnor2_1, a22o_2"},
  "fin_ws": {"value": 9250, "unit": "ps"},
  "average_wire_per_cell_in_the_routed_design": {"value": 15.1, "unit": "µm"},
  "synth_area_per_cell": {"value": 8.71, "unit": "µm²"},
  "top_register": {"value": "result"},
  "top_flop_regs": {"value": "result (32)"},
  "hpwl": {"value": 5.57, "unit": "mm"},
  "drt_drc_violations_left": {"value": 0},
  "synth_seq_share": {"value": 0.268},
  "grtUsageTotal": {"value": 0.210},
  "insertion_delay": {"value": 290, "unit": "ps"},
  "static-leakage-power": {"value": 0.00177, "unit": "µW"},
  "worst_slew_margin_rel": {"value": 0.518},
  "insertedDiodeCount": {"value": 0},
  "layout.cells.most_common": {"value": "sky130_fd_sc_hd__clkdlybuf4s50_1"},
  "grt_start_max_net_pins": {"value": 35},
  "worst_r2r_path_depth": {"value": 12},
  "timing.critical_path.arrival": {"value": 6130, "unit": "ps"},
  "floorplan.io_pins": {"value": 68},
  "drt_antenna_net_count": {"value": 0},
  "dr_total_vias": {"value": 2783},
  "drv_slew": {"value": 0},
  "min_period": {"value": 5950, "unit": "ps"},
  "crit-reg2reg-capture": {"value": "result[28]$_DFFE_PN0P_"},
  "numPortBuffers": {"value": 67},
  "hold-path-cell-count": {"value": 1},
  "row_count": {"value": 31},
  "tightest_slew": {"value": 720, "unit": "ps"},
  "routed-wl-met2": {"value": 3.41, "unit": "mm"},
  "most_used_cell_cp": {"value": "sky130_fd_sc_hd__a21oi_1"},
  "drt-initial-drc-count": {"value": 141},
  "setup.worst_path.class": {"value": "input pin to flip-flop"},
  "ys_types": {"value": 60},
  "power.density": {"value": 99.0, "unit": "nW/µm²"},
  "layout_stage_area_growth_over_the_synthesis_result": {"value": 28.1, "unit": "%"},
  "gp_congestion": {"value": 0.863},
  "detail_route.vias_per_cell": {"value": 5.50},
  "lay_top_cells": {"value": "sky130_fd_sc_hd__clkdlybuf4s50_1, sky130_fd_sc_hd__nor2_1, sky130_fd_sc_hd__dfrtp_1"},
  "worstHoldStart": {"value": "result[26]$_DFFE_PN0P_"},
  "min_delay_worst_endpoint": {"value": "result[26]$_DFFE_PN0P_"},
  "chip_area": {"value": 7820, "unit": "µm²"},
  "numCtsBuffers": {"value": 5},
  "r2r_start": {"value": "result[0]$_DFFE_PN0P_"},
  "grt_pass1_vias": {"value": 2604},
  "yosys_cell_count": {"value": 343},
  "worst_ep_required_time": {"value": 15380, "unit": "ps"},
  "edf_count": {"value": 0},
  "fin_worst_skew": {"value": 5.55, "unit": "ps"},
  "global_route.overflow_total": {"value": 0},
  "wl_met1": {"value": 3.84, "unit": "mm"}
}
## routing by layer
metal	vias up	GRT usage
met2	65	0.335
met1	1296	0.326
met4	0	0.0147
li1	1417	-
met5	-	0
met3	5	0.0246
## worst max-delay path, delay by kind of cell
family	cells	cell delay, ps
AOI/OAI and AO/OA	6	1430
and+or+nand+nor	2	640
buffers and inverters	2	480
adders and majority gates	2	420
xor gates and xnor gates	1	140
## layout make-up
class                      instances  area (µm²)
clock buffer                       8        90.1
fill                             684        3420
inverter                           9        33.8
multi-input combinational        288        2090
sequential                        32         801
tap                               99         124
timing repair buffer              70         693
## kinds of logic (layout without fill, tap and decap cells)
kind of cell,after synthesis,count (layout),synth area share
buffers and inverters,23,87,0.0335
AOI/OAI and AO/OA,114,114,0.277
and+or+nand+nor,105,105,0.171
DFF,32,32,0.268
muxes,14,14,0.0469
adders and majority gates,32,32,0.137
xor gates and xnor gates,23,23,0.0674
## through the flow
step	power [µW]	cells	cell area, µm²	util
6_report	379	506	3830	0.528
5_1_grt	411	506	3830	0.528
4_1_cts	382	506	3830	0.528
3_5_place_dp	309	498	3740	0.515
3_3_place_gp	309	498	3740	0.515
2_1_floorplan	243	343	2990	-
## cell usage after synthesis, types with 2 or more instances
master / count / share of area
sky130_fd_sc_hd__nand3_1: 12 / 0.020
sky130_fd_sc_hd__nor4b_1: 2 / 0.0059
sky130_fd_sc_hd__nand2b_1: 3 / 0.0063
sky130_fd_sc_hd__o311ai_0: 2 / 0.0059
sky130_fd_sc_hd__nand3b_1: 3 / 0.0075
sky130_fd_sc_hd__a22o_1: 5 / 0.015
sky130_fd_sc_hd__ha_1: 31 / 0.13
sky130_fd_sc_hd__buf_2: 2 / 0.0034
sky130_fd_sc_hd__a21oi_1: 28 / 0.047
sky130_fd_sc_hd__mux2i_1: 14 / 0.047
sky130_fd_sc_hd__dfrtp_1: 32 / 0.27
sky130_fd_sc_hd__and2_1: 3 / 0.0063
sky130_fd_sc_hd__or2_2: 3 / 0.0063
sky130_fd_sc_hd__o21a_1: 4 / 0.010
sky130_fd_sc_hd__nor2b_1: 3 / 0.0063
sky130_fd_sc_hd__o21bai_1: 3 / 0.0075
sky130_fd_sc_hd__nand2_1: 15 / 0.019
sky130_fd_sc_hd__inv_1: 9 / 0.011
sky130_fd_sc_hd__xor2_1: 6 / 0.018
sky130_fd_sc_hd__nor3_1: 3 / 0.0050
sky130_fd_sc_hd__clkbuf_1: 10 / 0.013
sky130_fd_sc_hd__o21ai_0: 11 / 0.018
sky130_fd_sc_hd__and3_1: 4 / 0.0084
sky130_fd_sc_hd__a21boi_0: 2 / 0.0050
sky130_fd_sc_hd__nor2_1: 44 / 0.055
sky130_fd_sc_hd__a21o_1: 19 / 0.048
sky130_fd_sc_hd__a211oi_1: 9 / 0.023
sky130_fd_sc_hd__and4_1: 2 / 0.0059
sky130_fd_sc_hd__nand4_1: 5 / 0.010
sky130_fd_sc_hd__a2111oi_0: 2 / 0.0059
sky130_fd_sc_hd__o211ai_1: 5 / 0.013
sky130_fd_sc_hd__a21oi_2: 2 / 0.0059
sky130_fd_sc_hd__o2111ai_1: 2 / 0.0059
sky130_fd_sc_hd__xnor2_1: 17 / 0.050
## report_power, final
group          switching (µW)  internal (µW)  leakage [µW]
Clock                    33.8           37.0     0.0000455
Sequential               12.6           99.0      0.000424
Combinational            94.5            102       0.00130
## how the worst max path moves through the flow
stage,depth (start not counted),to,from
finish,13,result[28]$_DFFE_PN0P_,A[0]
global route,11,result[31]$_DFFE_PN0P_,A[6]
CTS,13,result[28]$_DFFE_PN0P_,A[0]
Power figures rest on the tool's default switching activity, not on a simulated workload.
