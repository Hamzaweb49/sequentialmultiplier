--- /design/flow/design.v ---
module Counter #(
  parameter WIDTH_C = 4
) (
  input logic                clk,           
  input logic                reset,   
  input logic                add_shift,
  input logic                shift,    
  output logic [WIDTH_C-1:0] count,  
  output logic               count_check   
);
always_ff @(posedge clk or negedge reset) begin
  if (!reset) begin
    count <= 4'b0000;
  end else if (add_shift || shift) begin
    count <= (count == 15) ? 4'b0000 : count + 1;
  end
end
assign count_check = (count == 4'b1111);
endmodule
--- /design/flow/config.mk ---
export PLATFORM = sky130hd
export DESIGN_NAME = Counter
export DESIGN_NICKNAME = Counter
export VERILOG_FILES = /design/flow/design.v
export SDC_FILE = /design/flow/constraint.sdc
export NUM_CORES = 4
export LEC_CHECK = 1
export CORE_AREA = 10 10 70 70
export DIE_AREA = 0 0 80 80
--- /design/flow/constraint.sdc ---
current_design Counter

set clk_period 1.1
set clk_io_pct 0.2

create_clock -name clk0 -period $clk_period [get_ports {clk}]

set non_clock_inputs [all_inputs -no_clocks]
set_input_delay [expr $clk_period * $clk_io_pct] -clock clk0 $non_clock_inputs
set_output_delay [expr $clk_period * $clk_io_pct] -clock clk0 [all_outputs]
--- /design/flow/run.sh ---
#!/bin/bash
# OpenROAD 26Q1-2900-gdf79404cd8, Yosys 0.63+post, stock flow scripts
make -C /OpenROAD-flow-scripts/flow DESIGN_CONFIG=/design/flow/config.mk WORK_HOME=/design/flow/orfs finish
==> results.txt <==
Synthesis and place-and-route results.

- Endpoints failing hold in the final report were tallied at 0.
- Once detail routing completed, the nets flagged for antenna violations numbered 0.
- The checks that failed: negative setup slack.
- The first routing iteration left 4 violations.
- The CTS tree is built.
- Per Yosys stat, the portion of area used by sequential elements is 0.519.
- The count of different cell masters after synthesis is 13.
- Buffers inserted during clock tree synthesis total 3.
- Pin placement for this block handled 9 I/O pins.
- The total core area is roughly 3400 sq um.
- Ranked by flip-flop count, first place goes to count.
- The number of antenna violations at the first check in global routing is 0.
- The synth_stat.txt file lists the number of cells as 17.
- The endpoint required time on the critical path is roughly 880 ps.
- STA classifies the critical path startpoint as a flop.
- The max-slew check reports its worst relative slack as 0.846.
- Logged for this run, the post-placement worst setup slack is -328 ps.
- Across all stage logs, warnings added up to 28.
- The count of buffers added on input and output ports is 8.
- Dividing the final minimum period by the clock period gives 1.15.
- By startpoint and endpoint, the worst setup path is classified as reg -> out.
- The commonest cells after synthesis are dfrtp_1, o21ai_1.
- The report lists the cells along the critical path as ha_2 > and3_4 > buf_6.
- In this run the static leakage power is between 0.0002 and 0.00025 uW.
- The count of cells in the finished layout, fillers not included, comes to 87.
- The overall fraction of global-route tracks in use is 0.0248.
- The number of placed instances, taps included, is 76.
- In this run the critical register-to-register path is launched from count[0].
- The flow ran to the end, but the final reports show violations.
- In the post-synthesis netlist, the biggest area contributors are dfrtp_1, ha_1, mux2_1.
- The post-synthesis instance total is 17.
- The tally of max-capacitance violations is 0.
- The root buffer cell is clkbuf_4.
- The power per unit of standard cell area is about 2400 nW/um^2.
- The number of global-route vias before repair is roughly 260.
- The number of cells on the worst reg-to-reg path is 4.
- The placer's final routability congestion estimate is 0.774.
- The maximum VDD drop is 0.798 mV.
- Yosys reported that registers with async set or reset make up 1.00.
- Setup repair after global routing could not meet its margin everywhere.
- The floorplan has 21 rows.
- Of the post-synthesis cell area, the dominant cell type holds 0.519.
- The endpoint class of the critical path is a primary output.
- The routed design shows a wire length per standard cell of 8.70 microns.
- CTS saw 4 sinks.
- Counting the fill cells in the layout gives approximately 400.
- The total negative slack is -478 ps.
- The area growth from synthesis to final layout is 146%.
- For this run, the final setup violation count is recorded as 5.
- The clock-pin slew on the worst setup and hold paths is 40 ps.
- The total antenna diodes in the routed design is 0.
- The final number of max-transition violations is 0.
- The DRC violation count after routing is 0.
- The clock passes through at most 2 buffers.
- The total routed wirelength is approximately 760 microns.
- In the final run the clock tree shows a worst skew of around 2.1 ps.
- Yosys reports a chip area of 193 sq um.
- The prevailing post-synth register cell is dfrtp_1.
- The uppermost metal layer occupied by signal nets is met3.
- STA lists the maximum fanout along the critical path as 2.
- Across all hold checks on the routed design, the worst slack comes to 210 ps.
- The average instance in the mapped netlist occupies 11.3 sq um.
- The floorplan step defined a die boundary enclosing approximately 6400 sq um.
- The via count normalized by instance count is 2.79.
- The detailed route wirelength on metal3 is 88 microns.
- The largest registers in the layout are count: 4 flops.
- In the post-route analysis, the smallest setup slack over all paths is -164 ps.
- The count of synthesis-stage warnings from yosys is 1.
- In the per-layer breakdown of the detailed-route log, met1 shows between 400 and 500 microns.
- The height of the die is 80 microns.
- The tightest min-delay check is of the in -> async type.
- At the pin with the least slew margin, the transition time is 230 ps.
- The total number of vias is ~240.
- The clock latency of the later-clocked register in the worst-skew pair is 230 ps.
- The number of flip-flops under the largest register name is 4.
- The count of library flops with an enable pin is 0.
- Entering global routing, the biggest net connects 5 pins.
- The timing report shows that the slowest cell on the worst path is dfrtp_1.
- The core utilization at floorplan is 0.0564.
- In the final layout, the multi-input gates occupy about 110 sq um.
- In the final layout, the share of cells above drive strength 1 is 0.634.
- The largest single stage delay on the critical path is 380 ps.
- The worst endpoint data arrival time is 1040 ps.
- In this run the number of H-tree levels came out at 1.
- The clock period minus worst slack is 1260 ps.
- The first TritonRoute pass finished after 2 iterations.
- The register cell area after layout is 100 sq um.
- dfrtp_1 takes more of the synthesized area than any other cell.
- The mapped netlist covers 193 sq um.
- The detailed router reports a met2 wire length of 228 microns.
- The first global-routing pass estimated ~1200 microns of wire.
- The total congestion overflow after global routing is 0.
- For reference, the critical path is launched at count[0].
- The post-synth register bit count is 4.
- The floorplan step set the die width to around 80 microns.
- The most frequently used cell type in the post-synthesis netlist is dfrtp_1.
- In this build the clock could be raised as far as 0.791 GHz.
==> cell families (layout without fill, tap and decap cells) <==
group	Yosys count	count (layout)	synth area share
AOI/OAI and AO/OA	5	5	0.143
xor gates and xnor gates	1	1	0.0455
adders and majority gates	1	1	0.0649
buffers and inverters	0	24	0
DFF	4	4	0.520
muxes	2	2	0.117
and+or+nand+nor	4	4	0.110
==> path summary, 6_finish.rpt <==
kind	end	slack [ps]
setup / recovery	count_check	-160
hold / removal	count[2]	210
setup reg to reg	count[0]	-40
hold reg to reg	count[3]	650
max in group asynchronous	count[0]	700
min in group clk0	count[3]	650
==> cell usage in the layout (no fill, tap or decap), drive strengths merged <==
| cell type | n |
|---|---|
| o21ai | 3 |
| ha | 1 |
| o31ai | 1 |
| clkbuf | 3 |
| buf | 16 |
| clkdlybuf4s50 | 3 |
| xnor2 | 1 |
| clkdlybuf4s15 | 2 |
| mux2 | 2 |
| and3 | 1 |
| nand2 | 1 |
| dfrtp | 4 |
| a21oi | 1 |
| nor2 | 2 |
==> per-stage QoR <==
step	util	total power [uW]	area (sq um)
2_1_floorplan	-	388	193
3_3_place_gp	0.108	684	368
3_5_place_dp	0.108	702	368
4_1_cts	0.140	1130	478
5_1_grt	0.139	1230	474
6_report	0.139	1140	474
==> critical path: cells and delay by family, from the launching register on <==
kind	cells	cell delay, ps
flip-flops	1	380
adder cells (fa/ha/maj)	1	180
AND/OR/NAND/NOR	1	150
buffers and inverters	1	100
==> where the power goes <==
part	leakage (uW)	switching (uW)	internal, uW
logic	0.000141	233	473
clock network	0.0000138	57.8	122
registers	0.0000478	37.4	214
==> area by class of cell <==
| cell class | instances | area share |
|---|---|---|
| tap | 46 | 0.121 |
| clock buffer | 3 | 0.0475 |
| multi-input combinational | 13 | 0.232 |
| sequential | 4 | 0.211 |
| timing repair buffer | 21 | 0.388 |
==> layer usage <==
metal,global-route usage,vias up
li1,-,116
met1,0.0355,113
met2,0.0281,14
met3,0.0193,0
met4,0.00352,0
met5,0,-
==> what timing repair did <==
item | CTS | global route
setup endpoints to repair | 6 | 7
hold buffers | 0 | 0
gates resized | 22 | 2
buffers inserted | 9 | 0
pin swaps | 2 | 0
Power is estimated from default activity; no workload was simulated.
